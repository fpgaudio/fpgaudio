`design/flow/design.v`:
```
module AudioInit(
input rst,
input clk,
input initPulse,
inout SDAT, 
output SDCLK, 
output reg doneInit, 
output [3:0]audioInitError,
input manualSend, 
input [6:0]manualRegister,
input [8:0]manualData,
output reg manualDone
);
parameter ADDRESS = 7'b0011010;
reg [6:0]REGISTERS[0:5];
reg [8:0]DATA[0:5];
reg [3:0]currentInit;
reg [2:0]initState;
reg i2cEnable;
initial i2cEnable = 1'b0;
reg [6:0]i2cRegister;
reg [8:0]i2cData;
wire [3:0]i2cError;
wire i2cDone;
mod_i2c_master myI2c
	( .o_done(i2cDone)
	, .o_fault_code(i2cError)
	, .o_i2c_sdclk(SDCLK)
	, .b_i2c_sdat(SDAT)
	, .i_i2c_addr(ADDRESS)
	, .i_i2c_register(i2cRegister)
	, .i_i2c_data(i2cData)
	, .i_mode_read_not_write(1'b0)
	, .i_nrst(i2cEnable)
	, .i_clk(clk)
	);
always @ (posedge clk or negedge rst)
begin
	if(rst == 0)
		begin
			initState <= 0;
		end
	else
		begin
			case(initState)
				3'd0:
					begin
						DATA[0] <= 9'b0_000_1_0000; 
						DATA[1] <= 9'b0_0_1_0_1_00_11; 
						DATA[2] <= 9'b0000_10_000; 
						DATA[3] <= 9'b0000_0_0_00_0; 
						DATA[4] <= 9'b000000001; 
						DATA[5] <= 9'b0_000_0_0000; 
						REGISTERS[0] <= 7'b0000110; 
						REGISTERS[1] <= 7'b0000111; 
						REGISTERS[2] <= 7'b0000100; 
						REGISTERS[3] <= 7'b0000101; 
						REGISTERS[4] <= 7'b0001001; 
						REGISTERS[5] <= 7'b0000110; 
						if(initPulse)
							begin
								initState <= initState + 1'b1;
							end
					end
				3'd1:
					begin
						i2cEnable <= 1;
						i2cRegister <= REGISTERS[currentInit];
						i2cData <= DATA[currentInit];
						initState <= initState + 1'b1;
					end
				3'd2:
					begin
						if(i2cDone)
							begin
								initState <= initState + 1'b1;
							end
						else
							begin
							end
					end
				3'd3:
					begin
						i2cEnable <= 1'b0;
						if(currentInit < 5)
							begin
								currentInit <= currentInit + 1'b1;
								initState <= 3'd1;
							end
						else
							begin
								initState = 3'd4;
							end
					end
				3'd4:
					begin
						doneInit <= 1;
						manualDone <= 1'b0;
						i2cEnable <= 1'b0;
						if(manualSend == 1'b1)
						begin
							i2cEnable <= 1'b1;
							i2cData <= manualData;
							i2cRegister <= manualRegister;
							initState <= 3'd5;
						end
					end
				3'd5:
					begin
						if(i2cDone)
						begin
							initState <= 3'd6;
						end
					end
				3'd6:
					begin
						i2cEnable <= 1'b0;
						manualDone <= 1'b1;
						initState <= 3'd4;
					end
				default:
					begin
					end
			endcase
		end
end
assign audioInitError = i2cError;
endmodule
module mod_i2c_master#
  ( parameter I2C_CLOCK_RATE_HZ = 200_000
  , parameter GLOBAL_CLOCK_RATE_HZ = 50_000_000
  )
  ( output logic o_done  
  , output logic [3:0] o_fault_code  
  , output logic o_i2c_sdclk  
  , inout logic b_i2c_sdat  
  , input logic [6:0] i_i2c_addr  
  , input logic [6:0] i_i2c_register  
  , input logic [8:0] i_i2c_data  
  , input logic i_mode_read_not_write  
  , input logic i_nrst  
  , input logic i_clk  
  );
  logic i2c_clk;
  logic [9:0] i2c_clk_count;
  always @(posedge i_clk or negedge i_nrst) begin
    if (i_nrst == 1'b0) begin
      i2c_clk_count <= 10'd0;
      i2c_clk <= 1'b0;
    end else begin
      i2c_clk_count <= i2c_clk_count + 10'd1;
      if (i2c_clk_count == (GLOBAL_CLOCK_RATE_HZ / I2C_CLOCK_RATE_HZ)) begin
        i2c_clk_count <= 10'd0;
        i2c_clk <= ~i2c_clk;
      end
    end
  end
  localparam STATE_BEGIN = 10'd0;
  localparam STATE_START_CONDITION = 10'd1;
  logic [9:0] state = STATE_BEGIN;
  logic i2c_sdc = 1'b1;
  logic i2c_sdl = 1'b1;
  always @(posedge i2c_clk or negedge i_nrst) begin
    if (i_nrst == 1'b0) begin
      state <= STATE_BEGIN;
      o_done <= 1'b0;
      i2c_sdc <= 1'b1;
      i2c_sdl <= 1'b1;
    end else begin
      if (state < 10'd60) begin
        state <= state + 10'd1;
      end
      if (!(o_fault_code == 4'd0 || o_fault_code == 4'hf)) begin
      end else begin
        case (state)
          STATE_BEGIN: begin
            o_fault_code <= ((o_done == 1'b1) ? 4'b1 : 4'b0);
            i2c_sdc <= 1'b1;
            i2c_sdl <= 1'b1;
          end
          STATE_START_CONDITION: begin
            i2c_sdc <= 1'b1;
            i2c_sdl <= 1'b0;
          end
          10'd2: begin
            i2c_sdc <= 1'b0;
            i2c_sdl <= i_i2c_addr[6];
          end
          10'd3: begin
            i2c_sdc <= 1'b1;
          end
          10'd4: begin
            i2c_sdc <= 1'b0;
            i2c_sdl <= i_i2c_addr[5];
          end
          10'd5: begin
            i2c_sdc <= 1'b1;
          end
          10'd6: begin
            i2c_sdc <= 1'b0;
            i2c_sdl <= i_i2c_addr[4];
          end
          10'd7: begin
            i2c_sdc <= 1'b1;
          end
          10'd8: begin
            i2c_sdc <= 1'b0;
            i2c_sdl <= i_i2c_addr[3];
          end
          10'd9: begin
            i2c_sdc <= 1'b1;
          end
          10'd10: begin
            i2c_sdc <= 1'b0;
            i2c_sdl <= i_i2c_addr[2];
          end
          10'd11: begin
            i2c_sdc <= 1'b1;
          end
          10'd12: begin
            i2c_sdc <= 1'b0;
            i2c_sdl <= i_i2c_addr[1];
          end
          10'd13: begin
            i2c_sdc <= 1'b1;
          end
          10'd14: begin
            i2c_sdc <= 1'b0;
            i2c_sdl <= i_i2c_addr[0];
          end
          10'd15: begin
            i2c_sdc <= 1'b1;
          end
          10'd16: begin
            i2c_sdc <= 1'b0;
            i2c_sdl <= i_mode_read_not_write;
          end
          10'd17: begin
            i2c_sdc <= 1'b1;
          end
          10'd18: begin
            i2c_sdc <= 1'b0;
            i2c_sdl <= 1'b1;
          end
          10'd19: begin
            i2c_sdc <= 1'b1;
            o_fault_code <= b_i2c_sdat == 1 ? 4'd2 : 4'd0;
          end
          10'd20: begin
            i2c_sdc <= 1'b0;
            i2c_sdl <= i_i2c_register[6];
          end
          10'd21: begin
            i2c_sdc <= 1'b1;
          end
          10'd22: begin
            i2c_sdc <= 1'b0;
            i2c_sdl <= i_i2c_register[5];
          end
          10'd23: begin
            i2c_sdc <= 1'b1;
          end
          10'd24: begin
            i2c_sdc <= 1'b0;
            i2c_sdl <= i_i2c_register[4];
          end
          10'd25: begin
            i2c_sdc <= 1'b1;
          end
          10'd26: begin
            i2c_sdc <= 1'b0;
            i2c_sdl <= i_i2c_register[3];
          end
          10'd27: begin
            i2c_sdc <= 1'b1;
          end
          10'd28: begin
            i2c_sdc <= 1'b0;
            i2c_sdl <= i_i2c_register[2];
          end
          10'd29: begin
            i2c_sdc <= 1'b1;
          end
          10'd30: begin
            i2c_sdc <= 1'b0;
            i2c_sdl <= i_i2c_register[1];
          end
          10'd31: begin
            i2c_sdc <= 1'b1;
          end
          10'd32: begin
            i2c_sdc <= 1'b0;
            i2c_sdl <= i_i2c_register[0];
          end
          10'd33: begin
            i2c_sdc <= 1'b1;
          end
          10'd34: begin
            i2c_sdc <= 1'b0;
            i2c_sdl <= i_i2c_data[8];
          end
          10'd35: begin
            i2c_sdc <= 1'b1;
          end
          10'd36: begin
            i2c_sdc <= 1'b0;
            i2c_sdl <= 1'b1;
          end
          10'd37: begin
            i2c_sdc <= 1'b1;
            o_fault_code <= b_i2c_sdat == 1 ? 4'd3 : 4'd0;
          end
          10'd38: begin
            i2c_sdc <= 1'b0;
            i2c_sdl <= i_i2c_data[7];
          end
          10'd39: begin
            i2c_sdc <= 1'b1;
          end
          10'd40: begin
            i2c_sdc <= 1'b0;
            i2c_sdl <= i_i2c_data[6];
          end
          10'd41: begin
            i2c_sdc <= 1'b1;
          end
          10'd42: begin
            i2c_sdc <= 1'b0;
            i2c_sdl <= i_i2c_data[5];
          end
          10'd43: begin
            i2c_sdc <= 1'b1;
          end
          10'd44: begin
            i2c_sdc <= 1'b0;
            i2c_sdl <= i_i2c_data[4];
          end
          10'd45: begin
            i2c_sdc <= 1'b1;
          end
          10'd46: begin
            i2c_sdc <= 1'b0;
            i2c_sdl <= i_i2c_data[3];
          end
          10'd47: begin
            i2c_sdc <= 1'b1;
          end
          10'd48: begin
            i2c_sdc <= 1'b0;
            i2c_sdl <= i_i2c_data[2];
          end
          10'd49: begin
            i2c_sdc <= 1'b1;
          end
          10'd50: begin
            i2c_sdc <= 1'b0;
            i2c_sdl <= i_i2c_data[1];
          end
          10'd51: begin
            i2c_sdc <= 1'b1;
          end
          10'd52: begin
            i2c_sdc <= 1'b0;
            i2c_sdl <= i_i2c_data[0];
          end
          10'd53: begin
            i2c_sdc <= 1'b1;
          end
          10'd54: begin
            i2c_sdc <= 1'b0;
          end
          10'd55: begin
            i2c_sdc <= 1'b1;
            o_fault_code <= b_i2c_sdat == 1 ? 4'd4 : 4'd0;
          end
          10'd56: begin
            i2c_sdc <= 1'b0;
            i2c_sdl <= 1'b0;
          end
          10'd57: begin
            i2c_sdc <= 1'b1;
            i2c_sdl <= 1'b0;
          end
          10'd58: begin
            i2c_sdc  <= 1'b1;
            i2c_sdl <= 1'b1;
          end
          10'd59: begin
          end
          10'd60: begin
            o_done <= 1'b1;
            o_fault_code <= 4'hf;
          end
          default: begin
            o_fault_code <= 4'd5;
          end
        endcase
      end
    end
  end
  assign o_i2c_sdclk = i2c_sdc;
  assign b_i2c_sdat = ((i_nrst ? i2c_sdl : 1'b0) == 1) ? 1'bz : 1'b0;
endmodule
```
`design/flow/run.sh`:
```
#!/bin/bash
# OpenROAD 26Q1-2900-gdf79404cd8, Yosys 0.63+post, stock flow scripts
make -C /OpenROAD-flow-scripts/flow DESIGN_CONFIG=/design/flow/config.mk WORK_HOME=/design/flow/orfs finish
```
`design/flow/config.mk`:
```
export PLATFORM = sky130hd
export DESIGN_NAME = AudioInit
export DESIGN_NICKNAME = AudioInit
export VERILOG_FILES = /design/flow/design.v
export SDC_FILE = /design/flow/constraint.sdc
export NUM_CORES = 4
export LEC_CHECK = 1
export CORE_AREA = 10 10 113 113
export DIE_AREA = 0 0 123 123
```
`design/flow/constraint.sdc`:
```
current_design AudioInit

set clk_period 1.6
set clk_io_pct 0.2

create_clock -name clk0 -period $clk_period [get_ports {clk}]

set non_clock_inputs [all_inputs -no_clocks]
set_input_delay [expr $clk_period * $clk_io_pct] -clock clk0 $non_clock_inputs
set_output_delay [expr $clk_period * $clk_io_pct] -clock clk0 [all_outputs]
```
==> impl_metrics.yaml <==
# synthesis and place-and-route metrics
run_status:
  status: "complete, but fails checks"
  violations: "setup timing"
setup_path:
  worst-path-buf-inv: 1
  start_kind: "register"
  required_ns: 1.75
  cp_top_family: "AND-OR/OR-AND gates"
  crit_type: "register to register"
  worstPathArrival_ns: 1.93
  endpoint_kind: "register"
  path_cells: "inv_1 > ha_4 > nor2_1 > a31o_2 > a221oi_1 > a21oi_1 > mux2_2"
  max_stage_delay_ns: 0.44
  critPathMaxFanout: 5
  cp_slowest_cell: "dfrtp_2"
global_routing:
  grt_pass1_vias: 1294
  grt_start_max_net_pins: 17
  track_usage_pct: 4.30
  grt_antenna_before_repair: 0
  grt_pass1_wl_um: 5660
  overflow: 0
final_timing:
  unclocked_regs: 15
  setup_viol: 2
  finClkSkew_ns: 0.00107
  timing.hold.ws_ns: 0.194
  untimed_endpoints: 23
  final.setup.worst_slack_ns: -0.181
  tightest_slew_ns: 0.551
  grt_setup_unrepaired: "true"
  min_period_ns: 1.78
  period_used_pct: 111
  hold_violations: 0
  slew_viol_final: 0
  setup_tns_ns: -0.243
  fmax_mhz: 561
  slew_headroom_pct: 63.3
synthesis:
  ys_sh_mux_pct: 2.58
  yosys.stat.seqShare_pct: 46.4
  xor_share_pct: 6.17
  top_area_share_pct: 31.5
  top_logic_kind: "simple AND/OR/NAND/NOR gates"
  post_synth.cell_area_avg_um2: 10.0
  synthAoiAreaFrac_pct: 11.6
  adder_share_pct: 8.18
  async_flop_share_pct: 74.3
  yosys_area_um2: 1990
  yosys_cells: 198
  syn_inst: 198
  edf_count: 9
  top_area_cell: "dfrtp_1"
  yosys_warnings: 5
  numSynthFlops: 35
  syn_area_um2: 1990
  ys_top_cells_by_area: "dfrtp_1 (31%), edfxtp_1 (14%), ha_1 (8.2%)"
  simple_gate_share_pct: 17.6
  ff_type: "dfrtp_1"
  ys_types: 47
cells_and_area:
  logic_area_um2: 1020
  seqCellArea_um2: 925
  n_fill_cell: 1062
  syn_to_final_growth_pct: 23.2
  drive_above_1_share_pct: 19.8
  final_cells: 348
clock_network:
  clk_path_buf_depth: 2
  htree_levels: 1
  worst_skew_pair.late_latency_ns: 0.26
  clkTransAtPathRegs_ns: 0.08
  root_buffer: "clkbuf_8"
  cts_hold_buf: 0
  cts_tree: "built"
  cts_made_buffers: 3
power:
  ir_drop_mv: 0.282
  power_density_nw_per_um2: 401
  power_w: 0.000983
  power_leakage_nw: 1.05
run:
  warnings: 52
  max-cap-violations: 0
placed_design:
  place_hpwl_um: 2510
  globalplace.congestion: 0.817
  portBuffers: 9
  placed_cells_incl_taps: 342
detailed_routing:
  vias: 1390
  post_drt_wl_per_cell_um: 9.53
  antenna_cells: 0
  via_per_inst: 3.99
  wl_um: 3320
  postRouteAntennaNets: 0
  dr.pass1.iters: 4
  drc: 0
  drtIter0Drc: 48
floorplanning:
  core-area_um2: 10300
  die_area_um2: 15100
  die.size.y_um: 123
  io_pins: 28
  initial_utilization_pct: 19.3
  fp.dieW_um: 123
  rows: 37
worst_hold_path:
  min_path_type: "register to asynchronous set/reset pin"
==> worst paths after layout <==
check,depth (start not counted),slack [ns],from,end
setup reg to reg,7,-0.18,initState[0],initState[0]
max in group asynchronous,2,1.09,rst,initState[2]
setup / recovery,7,-0.18,initState[0],initState[0]
hold reg to reg,0,0.19,i2cEnable,myI2c.i2c_clk_count[9]
hold / removal,0,0.19,i2cEnable,myI2c.i2c_clk_count[9]
min in group clk0,1,0.48,myI2c.i2c_clk_count[0],myI2c.i2c_clk_count[0]
==> timing repair <==
item | in CTS | in global routing
buffers inserted | 0 | 3
resized | 0 | 15
pin swaps | 0 | 4
endpoints found under the setup margin | 2 | 16
cloned | 0 | 0
==> stage by stage <==
stage	cell area [µm²]	setup WS [ns]	util, %
after global routing	2450	-0.276	23.7
after detailed placement	2280	-0.131	22.1
final	2450	-0.181	23.7
after floorplan	2010	-0.0407	-
after global placement	2280	-0.102	22.1
after CTS	2350	-0.145	22.7
==> sequential cells by signal (all words and copies together), names as in the netlist, 3 cells and up <==
register,flops
myI2c.o_fault_code,3
myI2c.state,10
currentInit,4
myI2c.i2c_clk_count,10
initState,3
==> synthesized netlist by cell type (all sizes together) (3+ instances only) <==
cell type / number
dfrtp: 25
nor2: 20
inv: 15
ha: 13
nand3: 10
edfxtp: 9
nand2: 9
xnor2: 9
clkbuf: 8
o21ai: 8
a21oi: 6
buf: 6
xor2: 5
mux2i: 4
nand4: 4
nor4: 4
a31o: 3
a31oi: 3
and2: 3
nand2b: 3
nor3: 3
==> cells by family (layout without fill, tap and decap cells) <==
group / Yosys count / in the layout
multiplexers: 5 / 5
adder cells (fa/ha/maj): 13 / 13
AND-OR/OR-AND: 32 / 32
other: 2 / 2
AND/OR/NAND/NOR: 67 / 67
flip-flops: 35 / 35
XOR/XNOR: 14 / 14
buffers and inverters: 30 / 44
==> power by group <==
| group | leakage [nW] | switching (W) | total, W | internal, W |
|---|---|---|---|---|
| Combinational | 0.583 | 0.00000388 | 0.0000123 | 0.00000837 |
| Clock | 0.0339 | 0.000176 | 0.000447 | 0.000271 |
| Sequential | 0.432 | 0 | 0.000524 | 0.000524 |
| Total | 1.05 | 0.000180 | 0.000983 | 0.000803 |
==> area by class of cell <==
class,count,area share (%)
Clock buffer,4,2.71
Tap cell,136,6.95
Sequential cell,35,37.8
Timing Repair Buffer,25,8.58
Multi-Input combinational cell,133,41.7
Inverter,15,2.30
==> per-layer routing <==
| layer | global-route usage [%] | routed length, µm | up-vias |
|---|---|---|---|
| li1 | - | - | 709 |
| met1 | 5.93 | 1620 | 664 |
| met2 | 7.10 | 1540 | 15 |
| met3 | 0.740 | 109 | 2 |
| met4 | 0.728 | 47 | 0 |
| met5 | 0 | 0 | - |
==> cell usage in the layout (no fill, tap or decap), types with 2 or more instances in the layout <==
| cell | instances |
|---|---|
| dfrtp_1 | 23 |
| nor2_1 | 20 |
| buf_4 | 16 |
| inv_1 | 14 |
| nand3_1 | 10 |
| nand2_1 | 9 |
| xnor2_1 | 9 |
| edfxtp_1 | 9 |
| clkdlybuf4s50_1 | 9 |
| o21ai_0 | 8 |
| ha_1 | 8 |
| xor2_1 | 5 |
| a21oi_1 | 5 |
| mux2i_1 | 4 |
| nand4_1 | 4 |
| ha_4 | 4 |
| and2_1 | 3 |
| nor3_1 | 3 |
| nand2b_1 | 3 |
| a31o_2 | 3 |
| clkbuf_8 | 3 |
| o211ai_1 | 2 |
| a221oi_1 | 2 |
| nor4_1 | 2 |
| nor4b_1 | 2 |
| a31oi_4 | 2 |
| conb_1 | 2 |
| dfrtp_2 | 2 |
Power is estimated from default activity; no workload was simulated.
