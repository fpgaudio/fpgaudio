[./config.mk]
export PLATFORM = sky130hd
export DESIGN_NAME = mod_vumeter
export DESIGN_NICKNAME = mod_vumeter
export VERILOG_FILES = /design/flow/design.v
export SDC_FILE = /design/flow/constraint.sdc
export NUM_CORES = 4
export LEC_CHECK = 1
export CORE_AREA = 10 10 94 94
export DIE_AREA = 0 0 104 104
[./run.sh]
#!/bin/bash
# OpenROAD 26Q1-2900-gdf79404cd8, Yosys 0.63+post, stock flow scripts
make -C /OpenROAD-flow-scripts/flow DESIGN_CONFIG=/design/flow/config.mk WORK_HOME=/design/flow/orfs finish
[./design.v]
module mod_vumeter#
  ( parameter QUANTIZATION_COUNT = 16
  )
  ( output logic [(QUANTIZATION_COUNT - 1):0] o_led_amps
  , input logic [31:0] i_aud_raw
  );
  logic signed [(QUANTIZATION_COUNT - 1):0] amp;
  logic signed [(QUANTIZATION_COUNT * 2 - 1):0] l;
  logic signed [(QUANTIZATION_COUNT * 2 - 1):0] r;
  always_comb begin
    l = { 16'(i_aud_raw[(QUANTIZATION_COUNT * 2 - 1)])
        , i_aud_raw[(QUANTIZATION_COUNT * 2 - 1):(QUANTIZATION_COUNT)]
        };
    r = { 16'(i_aud_raw[(QUANTIZATION_COUNT - 1)])
        , i_aud_raw[(QUANTIZATION_COUNT * 1 - 1):0] };
    amp = 16'((l + r) / 32'd2);
    for (int i = 0; i < QUANTIZATION_COUNT; i = i + 1) begin
      o_led_amps[i] = (amp > (2048 * i)) ? 1'b1 : 1'b0;
    end
  end
endmodule
[./constraint.sdc]
current_design mod_vumeter

set clk_period 9.5
set clk_io_pct 0.2

create_clock -name clk0 -period $clk_period

set non_clock_inputs [all_inputs -no_clocks]
set_input_delay [expr $clk_period * $clk_io_pct] -clock clk0 $non_clock_inputs
set_output_delay [expr $clk_period * $clk_io_pct] -clock clk0 [all_outputs]
==> ci_impl_report.md <==
## PnR job results

| Metric | Value |
|---|---|
| Status | complete, no violations |
| Combinational power share | 100.0% |
| Die height | 104 microns |
| Core Rows | 30 |
| Vias in the first global route | 1,393 |
| Die width | 104 microns |
| First-pass GRT wire length | 6292 microns |
| Largest net degree at the start of global routing | 13 |
| Critical path fanouts, max | 7 |
| Post-Syn Area per Cell | 7.208 sq um |
| Total negative slack | 0 ps |
| Yosys warning count | 1 |
| Synth Seq Share | 0% |
| Worst-Margin Slew | 747.5 ps |
| Initial antenna violation count | 0 |
| Leak pwr | 0.6643 nW |
| Most used cell, CP | clkdlybuf4s50_1 |
| Yosys aoi share | 43.56% |
| Fin area | 1770 sq um |
| GRT Util Overall | 6.460% |
| Hold Fails Final Rpt | 0 |
| Max Transition Viols Final | 0 |
| Critical Path AT | 5100 ps |
| Placer Congestion | 0.8468 |
| Net switching power | 66.78 uW |
| Mapped cell area | 1204 sq um |
| Relative slew slack | 49.79% |
| Max Cap Viol | 0 |
| Yosys cell count | 167 |
| Vias | 1,422 |
| Placed Cells | 306 |
| # setup viols final | 0 |
| Antenna diode count | 0 |
| Unrepaired setup endpoints after global routing | no |
| Crit-path max cell delay | 490 ps |
| Die ar. | 10,820 sq um |
| 1st-pass router iterations | 6 |
| Share of layout cells above drive strength 1 | 6.667% |
| Cycle use final | 73.71% |
| YS chip area | 1204 sq um |
| 1st-iter DRT viols | 82 |
| Core box area | 6832 sq um |
| Worst-path cell chain | clkdlybuf4s50_1 > inv_1 > fa_1 > nand2b_1 > a211o_1 > a2111oi_4 > nor2_1 > xnor2_2 > o21ai_2 > a211oi_2 > clkdlybuf4s50_1 |
| Adders+Majority by Area | 17.26% |
| Setup crit start kind | input port |
| Critical Path RT | 7600 ps |
| # IOs | 48 |
| DRC viols | 0 |
| Hold Crit Class | input port to output port |
| Final worst path period need | 7002 ps |
| Logic family by area | AND-OR/OR-AND gates |
| Simple-Gate Area Share | 27.86% |
| Post-route ant nets | 0 |
| Worst hold margin | 5132 ps |
| Yosys cell types | 57 |
| Seq cells | 0 |
| Tool warnings | 32 |
| Overflow left after global routing | 0 |
| Fin cells | 306 |
| Layout area overhead | 47.09% |
| Commonest Layout Cell | clkdlybuf4s50_1 |
| Crit Path Category | input port to output port |
| Worst ir drop on vdd | 0.01642 mV |
| Top Layout Cells | clkdlybuf4s50_1, a21oi_1, nand2_1, ha_1, inv_1 |
| Slowest stage cell, crit path | clkdlybuf4s50_1 |
| Clock buffer count | 0 |
| Sw Share | 47.67% |
| IO buf count | 48 |
| Sequential power share | 0% |
| Postcts setup bufs | 0 |
| Total Routed Length | 3752 microns |
| Pwr Total | 140.1 uW |
| Layout fillers | 762 |
| Hold_buf cts | 0 |
| Maximum clock frequency | 142.8 MHz |
| Clock power share | 0% |
| XOR/XNOR Area Share | 4.262% |
| Mapped Cells | 167 |
| Crit. End Element | output port |
| Core Util at FP | 17.62% |
| Drt wl/cell | 12.26 microns |
| Post-synthesis mux area share | 0.8316% |
| PD cells | 79.12 nW/um^2 |
| Seq. cell area | 0 sq um |
| Dpl cell area | 1770 sq um |
| Post-DP HPWL | 3289 microns |
| CTS resizes | 0 |
| Cell-internal power | 73.30 uW |
| Vias per std cell | 4.647 |
==> critical path: cells and delay by family <==
kind,cells,cell delay (ps)
XOR/XNOR,1,260
adder cells (fa/ha/maj),1,440
AND/OR/NAND/NOR,2,290
AND-OR/OR-AND,4,1180
buffers and inverters,3,1030
==> power groups by stage <==
| stage | registers [mW] | logic [mW] | clock network [mW] |
|---|---|---|---|
| 6_report | 0 | 0.140 | 0 |
| 5_1_grt | 0 | 0.156 | 0 |
| 4_1_cts | 0 | 0.141 | 0 |
==> synth_stat cells (2+ instances only) <==
master	n	area share, %
buf_2	3	1.2
nand3_1	5	2.1
nand4_1	3	1.6
nand2_1	16	5.0
inv_1	11	3.4
a211oi_1	5	3.1
nor3_1	2	0.83
nor2_1	9	2.8
o21ai_1	7	2.9
or3_1	2	1.0
and2_1	2	1.0
o21ai_0	6	2.5
o221ai_1	2	1.5
a21o_1	4	2.5
a31oi_1	2	1.0
o211ai_1	2	1.2
nor2b_1	2	1.0
nand2b_1	3	1.6
a2111oi_0	2	1.5
a211oi_2	2	2.1
xnor2_1	2	1.5
and3_1	4	2.1
ha_1	15	16
a21oi_1	19	7.9
xor2_1	2	1.5
o22ai_1	2	1.0
a211o_1	3	2.2
==> metal layers <==
metal | wire length, microns | up-vias | GRT usage (%)
met5 | 0 | - | 0
met4 | 17 | 0 | 0.2982
met2 | 1801 | 38 | 11.58
li1 | - | 742 | -
met3 | 241 | 4 | 1.253
met1 | 1692 | 638 | 8.135
==> cell type report <==
| type | count | area (sq um) | area share (%) |
|---|---|---|---|
| Inverter | 11 | 41.29 | 2.332 |
| Multi-Input combinational cell | 151 | 1129 | 63.75 |
| Tap cell | 96 | 120.1 | 6.784 |
| Timing Repair Buffer | 48 | 480.5 | 27.14 |
==> final timing paths <==
path                          start        endpoint  cells after the start
worst max-delay path   i_aud_raw[1]  o_led_amps[13]                     11
worst min-delay path  i_aud_raw[31]   o_led_amps[0]                      6
==> through the flow <==
| stage | worst slack, ps | utilization [%] |
|---|---|---|
| floorplan | 3697 | - |
| global placement | 2526 | 25.92 |
| detailed placement | 2474 | 25.92 |
| CTS | 2473 | 25.92 |
| global route | 2306 | 25.92 |
| finish | 2498 | 25.92 |
==> cells by family (layout without fill, tap and decap cells) <==
| group | after synthesis | after routing |
|---|---|---|
| xor+xnor | 5 | 5 |
| compound gates | 70 | 70 |
| mux | 1 | 1 |
| fa+ha+maj | 16 | 16 |
| buf+inv | 16 | 59 |
| simple gates | 59 | 59 |
Power is estimated from default activity; no workload was simulated.
